==> flow/design.v <==
module bcdAdder #(
    parameter argWidth = 16
) (
    input clk,
    input resetn,
    input [argWidth-1:0] arg1,
    input [argWidth-1:0] arg2,
    input start,
    output wire busy,
    output reg overflow,
    output logic [argWidth-1:0] result
);
  localparam sumCount = argWidth / 4 + 1;
  localparam counterWidth = $clog2(sumCount) + 1;
  bcdDigitAdder bcdDigitAdderInst (
      .a(digit1),
      .b(digit2),
      .p_in(p_in),
      .p_out(p_out),
      .sum(digitRes)
  );
  logic [argWidth-1:0] a;
  logic [argWidth-1:0] b;
  logic p;
  logic busyReg;
  assign busy = busyReg;
  logic [3:0] digit1;
  logic [3:0] digit2;
  wire [3:0] digitRes;
  logic p_in;
  wire p_out;
  logic [counterWidth-1:0] counter;
  always @(posedge clk, negedge resetn) begin
    if (!resetn) begin
      digit1 = 0;
      digit2 = 0;
      p_in = 0;
      result = 0;
      overflow = 0;
      counter = 0;
      busyReg = 0;
    end else begin
      if (start && !busyReg) begin
        busyReg = 1;
        counter = 0;
        p_in = 0;
        p = 0;
        a = arg1;
        b = arg2;
      end
      if (busyReg) begin
        digit1 = a[3:0];
        digit2 = b[3:0];
        result = result >> 4;
        result[argWidth-1:argWidth-4] = digitRes;
        p = p_out;
        overflow = p;
        p_in = p;
        a = a >> 4;
        b = b >> 4;
        counter = counter + 1;
        if (counter == sumCount) busyReg <= 0;
      end
    end
  end
endmodule
module bcdDigitAdder (
    input [3:0] a,
    input [3:0] b,
    input p_in,
    output p_out,
    output [3:0] sum
);
    logic [4:0] temp;
    assign sum = temp[3:0];
    assign p_out = temp[4];
    always @ ( * )
    begin
        temp = a + b + p_in;
        if (temp > 9)
        begin
            temp = temp + 6;
        end
    end
endmodule
module summator #(
    parameter summatorBaseAddr = 0,
    parameter addrWidth = 10,
    parameter dataWidth = 16
) (
    input aps_psel,
    input aps_penable,
    input reset_n,
    input clk,
    input aps_pwrite,
    input logic [addrWidth-1:0] aps_paddr,
    input logic [dataWidth-1:0] aps_pwdata,
    output logic [dataWidth-1:0] aps_prdata,
    output logic aps_pready,
    output logic aps_pslverr
);
  localparam STATE_IDLE = 0;
  localparam STATE_SETUP = 1;
  localparam STATE_WRITE = 2;
  localparam STATE_READ = 3;
  localparam SUM_ARG_LEN = dataWidth / 8;
  localparam MAX_ADDR = summatorBaseAddr + 2 ** addrWidth;
  localparam SUM_ARG1_ADDR = summatorBaseAddr;
  localparam SUM_ARG2_ADDR = SUM_ARG1_ADDR + SUM_ARG_LEN;
  localparam SUM_RES_ADDR = SUM_ARG2_ADDR + SUM_ARG_LEN;
  localparam SUM_STATUS_ADDR = SUM_RES_ADDR + SUM_ARG_LEN;
  logic [1:0] apb_state;
  logic [dataWidth-1:0] arg1;
  logic [dataWidth-1:0] arg2;
  logic [dataWidth-1:0] result;
  logic executing_flag;
  logic execute_queried_flag;
  logic overflow_flag;
  bcdAdder #(
      .argWidth(dataWidth)
  ) adderInst (
      .clk(clk),
      .resetn(reset_n),
      .arg1(arg1),
      .arg2(arg2),
      .start(execute_queried_flag),
      .busy(executing_flag),
      .overflow(overflow_flag),
      .result(result)
  );
  always @(posedge clk) begin
    if (!reset_n) begin
      apb_state <= STATE_IDLE;
      arg1 <= 0;
      arg2 <= 0;
      execute_queried_flag <= 0;
      aps_pslverr <= 0;
    end else begin
      execute_queried_flag = execute_queried_flag & executing_flag;
      if (aps_paddr >= summatorBaseAddr && aps_paddr <= MAX_ADDR) begin
        case (apb_state)
          STATE_IDLE: begin
            aps_prdata  <= 0;
            aps_pready  <= 0;
            aps_pslverr <= 0;
            if (aps_psel) apb_state <= STATE_SETUP;
          end
          STATE_SETUP: begin
            if (aps_psel && aps_penable) begin
              if (aps_pwrite) begin
                apb_state <= STATE_WRITE;
              end else begin
                apb_state <= STATE_READ;
              end
            end
          end
          STATE_WRITE: begin
            aps_pready <= 1;
            if (aps_psel && aps_penable) begin
              if (executing_flag) begin
                aps_pslverr <= 1;
              end else begin
                case (aps_paddr)
                  SUM_ARG1_ADDR:   arg1 <= aps_pwdata;
                  SUM_ARG2_ADDR:   arg2 <= aps_pwdata;
                  SUM_STATUS_ADDR: execute_queried_flag = aps_pwdata[0];
                endcase
              end
            end
            apb_state <= STATE_IDLE;
          end
          STATE_READ: begin
            aps_pready <= 1;
            if (aps_psel && aps_penable) begin
              if (executing_flag) begin
                aps_pslverr <= 1;
              end else begin
                case (aps_paddr)
                  SUM_ARG1_ADDR: aps_prdata <= arg1;
                  SUM_ARG2_ADDR: aps_prdata <= arg2;
                  SUM_RES_ADDR: aps_prdata <= result;
                  SUM_STATUS_ADDR: aps_prdata[0] <= overflow_flag;
                endcase
              end
            end
            apb_state <= STATE_IDLE;
          end
          default: begin
            apb_state <= STATE_IDLE;
          end
        endcase
      end
    end
  end
endmodule
==> flow/constraint.sdc <==
current_design summator

set clk_period 4.0
set clk_io_pct 0.2

create_clock -name clk0 -period $clk_period [get_ports {clk}]

set non_clock_inputs [all_inputs -no_clocks]
set_input_delay [expr $clk_period * $clk_io_pct] -clock clk0 $non_clock_inputs
set_output_delay [expr $clk_period * $clk_io_pct] -clock clk0 [all_outputs]
==> flow/config.mk <==
export PLATFORM = sky130hd
export DESIGN_NAME = summator
export DESIGN_NICKNAME = summator
export VERILOG_FILES = /design/flow/design.v
export SDC_FILE = /design/flow/constraint.sdc
export NUM_CORES = 4
export LEC_CHECK = 1
export CORE_UTILIZATION = 40
==> flow/run.sh <==
#!/bin/bash
# OpenROAD 26Q1-2900-gdf79404cd8, Yosys 0.63+post, stock flow scripts
make -C /OpenROAD-flow-scripts/flow DESIGN_CONFIG=/design/flow/config.mk WORK_HOME=/design/flow/orfs finish
==> flow_summary.ini <==
; implementation run metrics
[worst_setup_path]
cp-end-kind = flip-flop
crit_fanout = 4
crit_slowest_cell = fa_1
crit_arrival_ps = 3220
r2r_slack_ps = 1060
setup.worst_path.class = reg2reg
path_cells = fa_1 > fa_1 > xnor2_1 > ha_1 > a31o_2 > o31ai_1 > nor3_1 > a221o_1
cp_common_cell = fa_1
worstPathRequired_ps = 4290
critical_path_buf_inv_count = 0
critical_path.top_delay_family = adder cells
cp-start-kind = flip-flop
slowest_delay_ps = 470

[flow_run]
maxCapViolCount = 0
warnings = 26

[yosys]
ys_ff = 118
ys_area_um2 = 5515
async_reset_ff_frac = 0.2627
edf_count = 49
syn_inst = 509
avgSynthCellArea_um2 = 10.84
synth_seq_share = 0.5454
ys.flop_type = edfxtp_1
yosysWarningCount = 3
yosys_cells = 509
syn_area_um2 = 5515
synthDistinctLibCells = 51

[floorplan]
row_count = 42
die_w_um = 119.4
die_h_um = 119.4
die-area_um2 = 14260
core_area_um2 = 13350
fp_util = 0.4132
io_pins = 49

[clock_tree]
cts-hold-fix-buffers = 0
cts_setup_buffers = 0
cts_root_buf = clkbuf_16
cts.htree.levels = 4
clk_pin_slew_ps = 50
clk_latency_ps = 410
cts_tree = built
tritoncts.num_buffers = 17
cts_resized = 0
clock-sinks = 118
clockBufferDepth = 2

[power]
irDropWorstVdd_v = 0.0003535
switching_share = 0.3070
pwr-share-comb = 0.247
seqPwrFrac = 0.426
clkPwrFrac = 0.327
pwr_density_cell_nw_per_um2 = 616.2
intPower_mw = 2.839
switchingPower_mw = 1.258
power_leakage_nw = 2.442

[final_layout]
drive_gt1_frac = 0.07951
post-route-util = 0.4981
areaGrowthSynthToFinish_pct = 20.55
instances_no_fill = 742

[routing]
wl_per_cell_um = 17.52
drtIter0Drc = 197
routed_wl_um = 13000
ant_nets = 0
viasPerCell = 5.222
vias = 3875
post-route-drc-count = 0
diodes = 0
firstDrtPassIters = 5

[global_routing]
grt_usage = 0.1988
antenna_found_initial = 0
grt_overflow = 0
grt_pass1_wl_um = 20600
grt_pass1_vias = 3721
grt_start_max_net_pins = 56

[sta]
finalHoldViolCount = 0
tns_ps = 0
period_needed_ps = 2935
slew_headroom = 0.4955
setup_viol = 0
worst_slew_pin_slew_ps = 751.1
maxSlewViolCount = 0
skew_ps = 6.609
post-route-period-util = 0.7338
rsz0062_at_grt = false
layout_setup_ws_ps = 1065
fmax_ghz = 0.3407
fin_hold_ws_ps = 416.8

[placement]
dp_hpwl_um = 8538
dpl.cell_count = 710
place_congestion = 0.8358
io_buffers = 48
pre_cts_ws_ps = 715.7

[run_status]
status = completed

[min_path]
worstHoldPathType = in2async
-- registers in the layout, summed over array words and instances (netlist names), named ones only --
name                count
adderInst.b            16
arg1                   16
arg2                   16
adderInst.result       16
adderInst.a            16
adderInst.counter       4
adderInst.digit1        4
adderInst.overflow      1
adderInst.digit2        4
adderInst.busyReg       1
adderInst.p_in          1
aps_pready              1
aps_pslverr             1
apb_state               4
aps_prdata             16
-- path summary, 6_finish.rpt --
path | start | to | depth (start not counted)
min in group clk0 | adderInst.result[2] | adderInst.result[2] | 2
worst min register to register | adderInst.result[2] | adderInst.result[2] | 2
max in group asynchronous | reset_n | adderInst.busyReg | 2
worst max register to register | adderInst.digit1[0] | adderInst.result[14] | 8
worst min-delay path | reset_n | adderInst.result[3] | 1
worst max-delay path | adderInst.digit1[0] | adderInst.result[14] | 8
-- stage by stage --
step	power [mW]	cell area, um2
2_1_floorplan	2.439	5515
3_3_place_gp	2.725	6121
3_5_place_dp	2.749	6121
4_1_cts	4.112	6649
5_1_grt	4.338	6649
6_report	4.097	6649
-- cell usage after synthesis (2+ instances only) --
cell,n,area (um2)
clkbuf_1,21,78.83
a31oi_1,2,12.51
o21ai_0,36,180.2
buf_6,2,22.52
buf_2,3,15.01
a21oi_1,8,40.04
mux2i_1,66,660.6
dfxtp_1,38,760.7
and2_1,9,56.30
o21a_1,3,22.52
mux2_2,2,22.52
buf_1,3,11.26
inv_1,11,41.29
a211oi_1,2,15.01
nor2_1,8,30.03
a21boi_1,15,112.6
xnor2_1,2,17.52
nor2b_1,36,225.2
ha_1,6,75.07
a21boi_0,2,15.01
a22oi_1,16,120.1
edfxtp_1,49,1471
buf_4,2,15.01
fa_1,2,40.04
a21o_1,3,22.52
nor3_1,3,15.01
dfrtp_1,31,775.7
nand2_1,101,379.1
nand3_1,5,25.02
-- cell type report --
class	instances	area, um2
repair buffers	57	545.5
multi-input cells	348	2303
well taps	176	220.2
clock buffers	27	504.2
clock inverters	5	23.77
inverters	11	41.29
fillers	1146	6699
flip-flops and latches	118	3010
-- logic make-up (layout without fill, tap and decap cells) --
group,after synthesis,after routing,share of synthesized area
xor gates and xnor gates,3,3,0.004765
buffers and inverters,43,100,0.03698
DFF,118,118,0.5454
AOI/OAI and AO/OA,93,93,0.1080
adders and majority gates,8,8,0.02087
muxes,68,68,0.1239
and+or+nand+nor,176,176,0.1602
-- worst register-to-register path: stages (launching register included) --
cell,delay [ps]
dfrtp_1,390
fa_1,470
fa_1,430
xnor2_1,210
ha_1,270
a31o_2,230
o31ai_1,430
nor3_1,100
a221o_1,290
-- routing by layer --
metal  GRT usage  routed length [um]
met1      0.3081                5951
met2      0.2860                5784
met3     0.05969                 897
met4     0.05078                 363
met5           0                   0
-- cells in the final DEF, fill, tap and decap left out, drive strengths merged, types with 5 or more instances in the layout --
master,count
nand2,101
mux2i,66
edfxtp,49
clkdlybuf4s50,47
dfxtp,38
o21ai,36
nor2b,36
dfrtp,31
clkbuf,27
a21boi,17
a22oi,16
inv,11
buf,10
nor2,10
and2,9
a21oi,8
ha,6
nand3,5
clkinv,5
-- power by group through the flow --
stage     combinational [mW]  sequential, mW  clock [mW]
6_report                1.01            1.74        1.34
4_1_cts                 1.00            1.75        1.36
5_1_grt                 1.13            1.78        1.42
No activity file was given, so power comes from the tool's default toggle rates.
